<file path="flow/run.sh">
#!/bin/bash
# OpenROAD 26Q1-2900-gdf79404cd8, Yosys 0.63+post, stock flow scripts
make -C /OpenROAD-flow-scripts/flow DESIGN_CONFIG=/design/flow/config.mk WORK_HOME=/design/flow/orfs finish
</file>
<file path="flow/constraint.sdc">
current_design Mode0

set clk_period 4.2
set clk_io_pct 0.2

create_clock -name clk0 -period $clk_period [get_ports {clk}]

set non_clock_inputs [all_inputs -no_clocks]
set_input_delay [expr $clk_period * $clk_io_pct] -clock clk0 $non_clock_inputs
set_output_delay [expr $clk_period * $clk_io_pct] -clock clk0 [all_outputs]
</file>
<file path="flow/design.v">
module Mode0 #(
    parameter CLK_DIV = 4   
)(
    input        clk,          
    input        rst,          
    input        start,        
    input  [7:0] data_in,      
    input        miso,         
    output reg   sclk,         
    output reg   mosi,         
    output reg   ss,           
    output reg [7:0] data_out, 
    output reg   busy          
);
    parameter STATE_IDLE     = 2'b00;
    parameter STATE_TRANSFER = 2'b01;
    parameter STATE_DONE     = 2'b10;
    reg [1:0] state = STATE_IDLE;
    reg [7:0] shift_out = 8'b0;
    reg [7:0] shift_in  = 8'b0;
    reg [2:0] bit_cnt   = 3'b0;
    reg [15:0] clk_cnt = 0;
    reg sclk_edge = 0;
    always @(posedge clk or posedge rst) begin
        if (rst) begin
            clk_cnt   <= 0;
            sclk      <= 0;
            sclk_edge <= 0;
        end else begin
            if (state == STATE_TRANSFER) begin
                if (clk_cnt == (CLK_DIV / 2 - 1)) begin
                    clk_cnt <= 0;
                    sclk    <= ~sclk;
                    sclk_edge <= 1;
                end else begin
                    clk_cnt <= clk_cnt + 1;
                    sclk_edge <= 0;
                end
            end else begin
                clk_cnt <= 0;
                sclk    <= 0;
                sclk_edge <= 0;
            end
        end
    end
    always @(posedge clk or posedge rst) begin
        if (rst) begin
            state     <= STATE_IDLE;
            ss        <= 1;
            busy      <= 0;
            mosi      <= 0;
            data_out  <= 0;
            shift_out <= 0;
            shift_in  <= 0;
            bit_cnt   <= 0;
        end else begin
            case (state)
                STATE_IDLE: begin
                    ss   <= 1;
                    busy <= 0;
                    sclk <= 0;
                    if (start) begin
                        ss        <= 0;
                        busy      <= 1;
                        shift_out <= data_in;
                        bit_cnt   <= 3'd7;
                        state     <= STATE_TRANSFER;
                    end
                end
                STATE_TRANSFER: begin
                    if (sclk_edge) begin
                        if (sclk == 0) begin
                            mosi <= shift_out[bit_cnt];
                        end else begin
                            shift_in[bit_cnt] <= miso;
                            if (bit_cnt == 0)
                                state <= STATE_DONE;
                            else
                                bit_cnt <= bit_cnt - 1;
                        end
                    end
                end
                STATE_DONE: begin
                    ss       <= 1;
                    busy     <= 0;
                    data_out <= shift_in;
                    state    <= STATE_IDLE;
                end
                default: state <= STATE_IDLE;
            endcase
        end
    end
endmodule
</file>
<file path="flow/config.mk">
export PLATFORM = sky130hd
export DESIGN_NAME = Mode0
export DESIGN_NICKNAME = Mode0
export VERILOG_FILES = /design/flow/design.v
export SDC_FILE = /design/flow/constraint.sdc
export NUM_CORES = 4
export LEC_CHECK = 1
export CORE_UTILIZATION = 30
</file>
==> impl_metrics.env <==
# source this file to load flow results
export IMPL_status="complete, no violations"
export IMPL_hold_path_depth=2
export IMPL_globalRouteTotalUtil=0.0989
export IMPL_top_cell_area_share=0.490
export IMPL_remaining_drc_errors=0
export IMPL_hpwl_after_dpl_um=1260
export IMPL_synth_stat_cells=114
export IMPL_synth_top_cells_by_count="dfrtp_1, nor2_1, buf_4, xor2_1, nand4_1"
export IMPL_die_boundary_width_um=64.5
export IMPL_crit_path_max_fanout=2
export IMPL_yosys_area_top_type="dfrtp_1"
export IMPL_coreArea_mm2=0.00372
export IMPL_hold_worst_slack_ps=467
export IMPL_setup_worst_path_end_class="output pin"
export IMPL_unrepaired_setup_endpoints_after_global_routing="no"
export IMPL_synthXorXnorAreaFrac=0.0896
export IMPL_switching_part_of_the_total_power=0.269
export IMPL_combPwrFrac=0.145
export IMPL_edf_count=0
export IMPL_seq_power_share=0.593
export IMPL_clk_transition_reported_paths_ps=70
export IMPL_postSynthCellCount=114
export IMPL_initialDrtViolationCount=9
export IMPL_timing_critical_path_slowest_stage_cell="dfstp_2"
export IMPL_grt_antenna_before_repair=0
export IMPL_yosys_most_used_dff="dfrtp_1"
export IMPL_finalWeightedCongestion=0.821
export IMPL_post_cts_setup_buffer_count=0
export IMPL_syn_area_per_cell_um2=10.3
export IMPL_area_growth_synth_to_final_pct=10.3
export IMPL_hp_class="flip-flop to flip-flop"
export IMPL_cp_cell_sequence="clkdlybuf4s50_1"
export IMPL_r2r_start="clk_cnt[1]"
export IMPL_yosysWarnings=3
export IMPL_grt_start_max_net_pins=25
export IMPL_post_cts_resized=0
export IMPL_design_die_area_mm2=0.00417
export IMPL_power_density_cell_area_mw_per_mm2=396
export IMPL_synthArstFlopShare=1.00
export IMPL_muxShareOfSynthArea=0.0277
export IMPL_net_switching_power_mw=0.138
export IMPL_post_synthesis_cell_type_with_the_largest_instance_count="dfrtp_1"
export IMPL_tritoncts_num_buffers=3
export IMPL_first_pass_grt_wire_length_um=3230
export IMPL_mappedNetlistArea_mm2=0.00117
export IMPL_timing_worst_slew_pin_value_ps=533
export IMPL_critPathMaxStageDelay_ps=530
export IMPL_top_level_ports=24
export IMPL_r2r_worst_path_cells=6
export IMPL_tritoncts="built"
export IMPL_route_vias_total=798
export IMPL_worstPathRequired_ps=3360
export IMPL_netlist_top_cells_area="dfrtp_1, xor2_1, buf_4, nor2_1, nand4_1"
export IMPL_tool_warnings=33
export IMPL_worstSkewPairLatency_ps=260
export IMPL_synth_seq_area_share=0.513
export IMPL_overflow=0
export IMPL_post_drt_via_cell_ratio=4.72
export IMPL_max_freq_ghz=0.480
export IMPL_timing_max_transition_violations_final=0
export IMPL_worst_setup_path_type="flip-flop to output pin"
export IMPL_internal_power_mw=0.375
export IMPL_antenna_cells=0
export IMPL_via_count_of_the_first_global_routing_pass=724
export IMPL_post_synthesis_share_of_cell_area_spent_on_and_or_and_or_and_gates=0.0330
export IMPL_setup_violations_final=0
export IMPL_cp_arrival_ps=1250
export IMPL_drt_wl_total_um=1890
export IMPL_hold_path_startpoint="ss"
export IMPL_vdd_drop_max_uv=141
export IMPL_path_delay_family="flip-flops"
export IMPL_fin_setup_tns_ps=0
export IMPL_clockRootBuffer="clkbuf_8"
export IMPL_dpl_cell_area_mm2=0.00125
export IMPL_iteration_count_of_the_initial_detailed_routing_pass=4
export IMPL_max_root_sink_buffers=2
export IMPL_report_final_hold_viol_count=0
export IMPL_reg2reg_slack_ps=2360
export IMPL_clockPowerShare=0.262
export IMPL_port_buffers=7
export IMPL_die_height_um=64.5
export IMPL_simple_gate_share=0.225
export IMPL_finalWorstPathRequiredPeriod_ps=2090
export IMPL_post_route_worst_setup_slack_ps=2110
export IMPL_synth_ff_latch_count=24
export IMPL_maxSlewHeadroom=0.644
export IMPL_area_figure_in_the_yosys_stat_output_mm2=0.00117
export IMPL_worst_clock_skew_ps=3.50
export IMPL_post_route_cells_drive_above_1_share=0.0909
export IMPL_wire_per_inst_um=11.2
export IMPL_synthDistinctLibCells=31
export IMPL_worstReg2RegEnd="clk_cnt[4]"
export IMPL_ctsHtreeMaxLevel=1
export IMPL_synth_logic_top_family="simple AND/OR/NAND/NOR gates"
export IMPL_min_period_over_period=0.496
export IMPL_drt_antenna_violating_nets=0
export IMPL_adder_share=0.0213
export IMPL_placement_rows=22
export IMPL_post_cts_hold_buffer_count=0
export IMPL_power_static_leakage_nw=0.607
export IMPL_timing_critical_path_from_type="flip-flop"
export IMPL_pre_cts_ws_ps=2080
export IMPL_design_area_mm2=0.00129
export IMPL_holdPathEnd="ss"
export IMPL_buffer_and_inverter_count_on_the_worst_path=1
export IMPL_drv_cap=0
export IMPL_tritoncts_num_sinks=24
export IMPL_fp_util=0.316
==> layout make-up <==
class	instances	area (µm²)
clock buffers	4	45.0
fillers	358	2420
well taps	48	60.1
flip-flops and latches	24	602
multi-input cells	82	499
repair buffers	8	77.6
inverters	3	11.3
==> power by group through the flow <==
stage,clock [mW],sequential (mW),combinational [mW]
after CTS,0.140,0.304,0.0760
after global routing,0.148,0.311,0.0866
final,0.134,0.305,0.0745
==> metrics by stage <==
stage	std cells	total power, mW	util
after global placement	165	0.379	0.336
after CTS	169	0.521	0.348
after detailed placement	165	0.382	0.336
after floorplan	122	0.356	-
final	169	0.513	0.348
after global routing	169	0.545	0.348
==> layout by cell type, fill, tap and decap left out, drive strengths merged, types with 2 or more instances in the layout <==
cell type and n:
nand4 8, mux2 2, conb 9, o21ai 2, or2 3, or3 2, inv 3, and4 3
nand2 6, dfrtp 23, xnor2 2, nor2 15, clkbuf 4, nand3 5, a21oi 3, ha 2
nor4 3, xor2 10, clkdlybuf4s50 7
==> kinds of logic (layout without fill, tap and decap cells) <==
family	count (synthesis)	count (layout)
mux	3	3
xor+xnor	12	12
simple gates	49	49
other cells	1	9
flops	24	24
buf+inv	16	15
fa+ha+maj	2	2
compound gates	7	7
==> sequential cells by signal, summed over array words and instances, names as in the netlist <==
register / cells
bit_cnt: 1
busy: 1
clk_cnt: 16
mosi: 1
sclk_edge: 1
shift_out: 2
ss: 1
state: 1
==> worst max path at each step <==
stage / startpoint / endpoint / depth (start not counted)
CTS: ss / ss / 1
global route: ss / ss / 1
finish: ss / ss / 1
==> per-layer routing <==
| layer | track usage | part of all wire | up-vias |
|---|---|---|---|
| met3 | 0.0250 | 0.048 | 2 |
| li1 | - | - | 383 |
| met1 | 0.129 | 0.47 | 395 |
| met4 | 0.00833 | 0.010 | 0 |
| met5 | 0 | 0 | - |
| met2 | 0.174 | 0.47 | 18 |
Power and IR drop assume default switching activity.
